===== /design/flow/config.mk =====
export PLATFORM = sky130hd
export DESIGN_NAME = Array_multiplier
export DESIGN_NICKNAME = Array_multiplier
export VERILOG_FILES = /design/flow/design.v
export SDC_FILE = /design/flow/constraint.sdc
export NUM_CORES = 4
export LEC_CHECK = 1
export CORE_UTILIZATION = 40

===== /design/flow/constraint.sdc =====
current_design Array_multiplier

set clk_period 52.2
set clk_io_pct 0.2

create_clock -name clk0 -period $clk_period

set non_clock_inputs [all_inputs -no_clocks]
set_input_delay [expr $clk_period * $clk_io_pct] -clock clk0 $non_clock_inputs
set_output_delay [expr $clk_period * $clk_io_pct] -clock clk0 [all_outputs]

===== /design/flow/design.v =====
`timescale 1ns / 1ps
(* keep_hierarchy = "yes" *)
module Array_multiplier #(parameter WIDTH = 32) (
    input signed [WIDTH-1:0] A,       
    input signed [WIDTH-1:0] B,       
    output reg signed [2*WIDTH-1:0] RESULT  
);
    wire [WIDTH-1:0] abs_A, abs_B;
    assign abs_A = A[WIDTH-1] ? -A : A;  
    assign abs_B = B[WIDTH-1] ? -B : B;  
    wire [2*WIDTH-1:0] prod;          
    wire [WIDTH-2:0] sum [0:WIDTH-2];  
    wire [WIDTH-2:0] carry [0:WIDTH-1];  
    wire sign_bit,zero;
    assign sign_bit = A[WIDTH-1] ^ B[WIDTH-1];  
    assign zero = (A == 0) | (B == 0);          
	assign prod[0] = abs_A[0] & abs_B[0];     
	assign prod[2*WIDTH-1] = carry[WIDTH-1][WIDTH-2];  
    genvar i, j;
    generate
        for (i = 0; i < WIDTH-1; i = i + 1) begin : stage_first
            full_adder FA0 (
                .cin(1'b0),
                .a(abs_A[i+1] & abs_B[0]),    
                .b(abs_A[i] & abs_B[1]),      
                .sum(sum[0][i]),              
                .cout(carry[0][i])            
            );
        end
        for (i = 0; i < WIDTH-2; i = i + 1) begin : horizontal
            for (j = 0; j < WIDTH-2; j = j + 1) begin : vertical
                full_adder FA1 (
                    .cin(carry[i][j]),		 
                    .a(sum[i][j+1]),          
                    .b(abs_A[j] & abs_B[i+2]),  
                    .sum(sum[i+1][j]),
                    .cout(carry[i+1][j])
                );
            end
        end
        for (i = 0; i < WIDTH-2; i = i + 1) begin : stage_left
            full_adder FA2 (
                .cin(carry[i][WIDTH-2]),
                .a(abs_A[WIDTH-1] & abs_B[i+1]), 
                .b(abs_A[WIDTH-2] & abs_B[i+2]),
                .sum(sum[i+1][WIDTH-2]),
                .cout(carry[i+1][WIDTH-2])
            );
        end
        for (i = 0; i < WIDTH-1; i = i + 1) begin : stage_final
            if (i == 0) begin
                full_adder FA3 (
                    .cin(1'b0),
                    .a(carry[WIDTH-2][0]),
                    .b(sum[WIDTH-2][1]),
                    .sum(prod[WIDTH]),        
                    .cout(carry[WIDTH-1][0])
                );
            end else if (i < WIDTH-2) begin
                full_adder FA4 (
                    .cin(carry[WIDTH-1][i-1]),
                    .a(carry[WIDTH-2][i]),
                    .b(sum[WIDTH-2][i+1]),
                    .sum(prod[WIDTH+i]),      
                    .cout(carry[WIDTH-1][i])
                );
            end else begin
                full_adder FA5 (
                    .cin(carry[WIDTH-1][i-1]),
                    .a(carry[WIDTH-2][i]),
                    .b(abs_A[WIDTH-1] & abs_B[WIDTH-1]),  
                    .sum(prod[WIDTH+i]),      
                    .cout(carry[WIDTH-1][i])
                );
            end
        end
        for (i = 0; i <= WIDTH-2; i = i + 1) begin : prod_assign
            assign prod[i+1] = sum[i][0];    
        end
    endgenerate
    always @(*) begin
        if (zero) RESULT = 0;                 
        else RESULT = sign_bit ? -prod : prod;  
    end
endmodule
module full_adder(
    input a,b,cin,
    output sum,cout
);
    assign sum = a ^ b ^ cin;         
    assign cout = (a & b) | (b & cin) | (a & cin); 
endmodule

===== /design/flow/run.sh =====
#!/bin/bash
# OpenROAD 26Q1-2900-gdf79404cd8, Yosys 0.63+post, stock flow scripts
make -C /OpenROAD-flow-scripts/flow DESIGN_CONFIG=/design/flow/config.mk WORK_HOME=/design/flow/orfs finish

==> CHANGELOG.md <==
## Flow update

- Initial DRT Pass Iterations: 5
- Leakage power: 14.26 nW
- Final setup violation count: 0
- Crit Path Category: input pin to primary output
- Pint: 80.55 mW
- Grt ovf: 0
- Worst slew pin tran: 0.9384 ns
- Cell Type Count: 40
- Max_cap viols: 0
- Fin Hold WS: 22.31 ns
- Sequential cell area: 0 um^2
- Most numerous cell on the critical path: fa_1
- Yosys warning count: 1
- Syn Std Cell Area: 0.02897 mm^2
- CP startpoint: A[6]
- DP HPWL: 58320 um
- Top area cells in the synthesized netlist: fa_1 66%, nor2_1 12%, inv_1 4.5%, nand2b_1 3.1%, xor2_1 2.5%
- Drt wl/cell: 16.34 um
- IO Count: 128
- Tool warning count: 32
- GP Congestion: 0.9317
- Core area: 0.07161 mm^2
- Initial antenna violation count: 2
- Die Size: 0.07351 mm^2
- Sw frac: 52.15%
- PwrDens: 5206 mW/mm^2
- Crit path arrival time: 40.68 ns
- Seq_cells: 0
- Worst Path Max Fanout: 4
- Avg Cell Area, Syn: 9.577 um^2
- CP endpoint kind: primary output
- Setup crit end: RESULT[63]
- Fill count: 6959
- Setup ws final: 1.084 ns
- Avg Vias per Cell: 5.048
- Worst endpoint required time: 41.76 ns
- Status: complete, no violations
- Peak supply drop: 5.989 mV
- Max Fclk: 19.56 MHz
- Vertical die size: 271.1 um
- Synth Seq Share: 0%
- Unrepaired setup endpoints after global routing: no
- First-pass GRT wire length: 117800 um
- Vias: 20307
- Slowest stage cell, crit path: fa_2
- Sw Pwr: 87.78 mW
- Post-Syn Instances: 3025
- Cell taking the most area after synthesis: fa_1
- Vias in the first global route: 23539
- YS chip area: 0.02897 mm^2
- Hold_buf cts: 0
- Cell Rows: 98
- Area leader share: 66.34%
- Pre-CTS setup slack: -0.1062 ns
- Largest net degree at the start of global routing: 65
- Final WL: 65750 um
- Clock Buffer Count: 0
- Layout cells sized above 1: 9.150%
- Cycle use final: 97.92%
- Synth-to-Final Area Change: 11.60%
- Slew headroom: 36.86%
- Gr usage total: 21.40%
- Final tally of hold violations: 0
- IO buf count: 128
- HP Class: input pin to primary output
- Slew Limit Fails: 0
- Initial Util: 40.46%
- Antenna-violating nets left: 0
- Ys cells: 3025
- Die width: 271.1 um
- # DRC: 0
- Worst path max stage delay: 0.60 ns
- Crit path time final: 51.12 ns
- Initial DRC count: 517
- CP startpoint kind: input pin
-- layout make-up --
type | instances | area, um^2 | area share (%)
inverters | 344 | 1291 | 3.994
repair buffers | 258 | 2271 | 7.024
diodes | 2 | 5.005 | 0.01548
well taps | 950 | 1189 | 3.676
multi-input cells | 2469 | 27580 | 85.29
-- through the flow --
stage          std cells  setup TNS (ns)  area (um^2)  util [%]  power, mW
5_1_grt             4021               0        32330     45.14      181.8
3_5_place_dp        4017         -0.1853        32040     44.74      165.3
3_3_place_gp        4017               0        32040     44.74      164.9
6_report            4023               0        32330     45.15      168.3
4_1_cts             4019               0        32070     44.78      165.3
2_1_floorplan       3025               0        28970         -      138.9
-- Yosys cell counts (all sizes together) (8+ instances only) --
master and count:
clkbuf 184, nor2 927, o31ai 21, ha 35
fa 960, nand2 51, or4 14, or3 10
and2 9, nand3 9, xor2 84, nor3 18
o21ai 31, or2 10, buf 28, o41ai 11
nor2b 8, a31oi 16, nand2b 142, nor4 12
a21oi 18, xnor2 44, nand4 12, inv 344
-- critical path: cells and delay by family --
family / cells / cell delay (ns)
compound gates: 2 / 0.36
xor+xnor: 2 / 0.32
fa+ha+maj: 61 / 26.25
buf+inv: 12 / 1.91
simple gates: 7 / 1.35
-- power by group through the flow --
stage / combinational, mW / sequential (mW) / clock (mW)
4_1_cts: 165 / 0 / 0
5_1_grt: 182 / 0 / 0
-- metal layers --
layer	wire length, um	part of all wire (%)	global-route usage (%)	up-vias
li1	-	-	-	8945
met1	27280	41	30.90	10934
met2	32940	50	35.43	396
met3	4669	7.1	6.251	32
met4	862	1.3	2.129	0
met5	0	0	0	-
-- how the worst min path moves through the flow --
stage / start / to / slack (ns) / cells after the start
CTS: B[0] / RESULT[0] / 22.33 / 5
global route: B[0] / RESULT[0] / 22.34 / 5
finish: B[0] / RESULT[0] / 22.31 / 5
-- kinds of logic (layout without fill, tap and decap cells) --
group | count (synthesis) | in the layout | share of synthesized area [%]
mux | 2 | 2 | 0.06911
simple gates | 1240 | 1240 | 18.46
other cells | 0 | 2 | 0
compound gates | 104 | 104 | 2.410
xor+xnor | 128 | 128 | 3.870
fa+ha+maj | 995 | 995 | 67.85
buf+inv | 556 | 602 | 7.342
-- cell usage in the layout, fill, tap and decap left out, types with 35 or more instances in the layout --
| master | netlist | final |
|---|---|---|
| ha_1 | 35 | 35 |
| xnor2_1 | 44 | 39 |
| nor2_1 | 927 | 924 |
| nand2b_1 | 142 | 142 |
| buf_4 | 2 | 127 |
| nand2_1 | 51 | 51 |
| xor2_2 | 0 | 54 |
| fa_1 | 960 | 903 |
| clkdlybuf4s50_1 | 0 | 128 |
| fa_2 | 0 | 57 |
| inv_1 | 344 | 344 |
-- repair_timing --
action / in CTS / in global routing
endpoints found under the setup margin: 2 / 5
gates resized: 3 / 81
buffers inserted: 1 / 2
hold endpoints to repair: 0 / 0
gates cloned: 1 / 0
pin swaps: 1 / 72
Power figures rest on the tool's default switching activity, not on a simulated workload.
